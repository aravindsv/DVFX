**/design/flow/design.v**
```verilog
`timescale 1ns / 1ps
module SPIMaster #(parameter CLK_DIV = 1)(
    input clk,
    input rst,
    input miso,
    output mosi,
    output sck,
    input start,
    input[39:0] data_in,
    output[7:0] data_out,
    output busy,
    output new_data
  );
  localparam STATE_SIZE = 2;
  localparam IDLE = 2'd0,
    WAIT_HALF = 2'd1,
    TRANSFER = 2'd2;
  reg [STATE_SIZE-1:0] state_d, state_q;
  reg [39:0] data_d, data_q;
  reg [CLK_DIV-1:0] sck_d, sck_q;
  reg mosi_d, mosi_q;
  reg [2:0] ctr_d, ctr_q;
  reg new_data_d, new_data_q;
  reg [7:0] data_out_d, data_out_q;
  assign mosi = mosi_q;
  assign sck = (~sck_q[CLK_DIV-1]) & (state_q == TRANSFER);
  assign busy = state_q != IDLE;
  assign data_out = data_out_q;
  assign new_data = new_data_q;
  always @(*) begin
    sck_d = sck_q;
    data_d = data_q;
    mosi_d = mosi_q;
    ctr_d = ctr_q;
    new_data_d = 1'b0;
    data_out_d = data_out_q;
    state_d = state_q;
    case (state_q)
      IDLE: begin
        sck_d = 4'b0;               
        ctr_d = 3'b0;               
        if (start == 1'b1) begin    
          data_d = data_in;         
          state_d = WAIT_HALF;      
        end
      end
      WAIT_HALF: begin
        sck_d = sck_q + 1'b1;                   
        if (sck_q == {CLK_DIV-1{1'b1}}) begin   
          sck_d = 1'b0;                         
          state_d = TRANSFER;                   
        end
      end
      TRANSFER: begin
        sck_d = sck_q + 1'b1;                            
        if (sck_q == 4'b0000) begin                      
          mosi_d = data_q[7];                            
        end else if (sck_q == {CLK_DIV-1{1'b1}}) begin   
          data_d = {data_q[38:0], miso};                  
        end else if (sck_q == {CLK_DIV{1'b1}}) begin     
          ctr_d = ctr_q + 1'b1;                          
          if (ctr_q == 3'b111) begin                     
            state_d = IDLE;                              
            data_out_d = data_q;                         
            new_data_d = 1'b1;                           
          end
        end
      end
    endcase
  end
  always @(posedge clk) begin
    if (rst) begin
      ctr_q <= 3'b0;
      data_q <= 8'b0;
      sck_q <= 4'b0;
      mosi_q <= 1'b0;
      state_q <= IDLE;
      data_out_q <= 8'b0;
      new_data_q <= 1'b0;
    end else begin
      ctr_q <= ctr_d;
      data_q <= data_d;
      sck_q <= sck_d;
      mosi_q <= mosi_d;
      state_q <= state_d;
      data_out_q <= data_out_d;
      new_data_q <= new_data_d;
    end
  end
endmodule
```
**/design/flow/run.sh**
```bash
#!/bin/bash
# OpenROAD 26Q1-2900-gdf79404cd8, Yosys 0.63+post, stock flow scripts
make -C /OpenROAD-flow-scripts/flow DESIGN_CONFIG=/design/flow/config.mk WORK_HOME=/design/flow/orfs finish
```
**/design/flow/config.mk**
```make
export PLATFORM = sky130hd
export DESIGN_NAME = SPIMaster
export DESIGN_NICKNAME = SPIMaster
export VERILOG_FILES = /design/flow/design.v
export SDC_FILE = /design/flow/constraint.sdc
export NUM_CORES = 4
export LEC_CHECK = 1
export CORE_AREA = 10 10 92 92
export DIE_AREA = 0 0 102 102
```
**/design/flow/constraint.sdc**
```tcl
current_design SPIMaster

set clk_period 1.8
set clk_io_pct 0.2

create_clock -name clk0 -period $clk_period [get_ports {clk}]

set non_clock_inputs [all_inputs -no_clocks]
set_input_delay [expr $clk_period * $clk_io_pct] -clock clk0 $non_clock_inputs
set_output_delay [expr $clk_period * $clk_io_pct] -clock clk0 [all_outputs]
```
==> results.cfg <==
; synthesis and place-and-route metrics
[yosys]
yosysWarnings = 1
ys_seq_share_pct = 47.3
yosysCellCount = 118
top_area_share_pct = 47.3
edf_count = 0
ys_chip_area_um2 = 1010
ys.flop_type = dfxtp_1
ys.flops = 24
top_cells_by_count = 27 x nand2_1, 24 x dfxtp_1, 18 x a21oi_1, 10 x nand3_1, 8 x ha_1
synth_cells = 118
synth_area_per_cell_um2 = 8.60
top_cell = nand2_1
synth.distinct_cells = 19
synth.cell_area_um2 = 1010
async_flop_share_pct = 0
top_cells_by_area = dfxtp_1 47%, nand2_1 10%, ha_1 9.9%
yosysTopAreaCell = dfxtp_1

[floorplanning]
core_um2 = 6460
ios = 56
die_w_um = 102
chip_area_um2 = 10400
num_rows = 29
die_h_um = 102
fp_util_pct = 15.7

[grt]
grt_pass1_vias = 847
grt_antenna_before_repair = 0
grt_util_all_layers_pct = 4.96
grt_max_degree = 18
overflow = 0
grt_pass1_wl_mm = 4.19

[final_timing]
layout_min_cycle_time_ns = 1.64
skew_ns = 0.00355
hold_violations = 0
clock.fmax_mhz = 609
finalCritPeriodShare_pct = 91.2
maxSlewViolCount = 0
rsz0062_at_grt = no
relSlewSlack_pct = 71.8
worst_slew_pin_slew_ns = 0.422
worst_slack_ns = 0.158
setup_viol = 0

[detailed_routing]
vias = 873
wire_per_inst_um = 11.2
drc = 0
ant_nets = 0
drt_first_pass_iters = 4
viasPerCell = 3.81
drt-initial-drc-count = 27
n_antenna_cell = 0
wirelength_mm = 2.57

[placed_design]
pre_cts_slack_ns = -0.0575
place_inst = 221
port_buffers = 22
place_area_um2 = 1380
gp_congestion = 0.760
post-dp-hpwl_mm = 1.94

[pwr]
total_power_uw = 1570
power_frac_clock_pct = 29.6
power_density_nw_per_um2 = 1040
leakage_uw = 0.000584
p_comb_share_pct = 31.8
power.switching_uw = 418
power.internal_uw = 1160
ir_worst_vdd_mv = 0.621
seq_power_share_pct = 38.6
p_sw_share_pct = 26.6

[clock_tree]
numClockSinks = 24
htreeDepth = 1
max-clock-path-buffers = 2
ctsHoldBuffers = 0
cts_tree = done
root_buffer = clkbuf_8
path_clk_slew_ns = 0.08
cts_buffers = 3
clk_latency_ns = 0.26

[worst_setup_path]
worstPathRequired_ns = 1.44
path_class = register to primary output
crit_path_start_kind = register
end_kind = primary output
crit_path_max_fanout = 3
cp.arrival_ns = 1.28

[outcome]
outcome = completed

[flow_run]
warnings = 63
drv_cap = 0

[cells_and_area]
syn2layout_area_growth_pct = 49.8
drive_gt1_share_pct = 17.8
final_area_um2 = 1520
stdcell_count = 229

[hold_path]
min_path_type = register to register
path summary, 6_finish.rpt:
kind                            startpoint             to  slack [ns]  cells past startpoint
worst min register to register   data_q[4]  data_out_q[4]        0.45                      2
worst min-delay path             data_q[4]  data_out_q[4]        0.45                      2
worst max-delay path            state_q[1]            sck        0.16                      4
worst max register to register  state_q[0]     state_q[0]        0.18                      5
worst max-delay path, cell delays in order (launching register included):
cell           delay [ns]
dfxtp_4              0.35
buf_4                0.15
ha_4                 0.15
nor2b_4              0.12
dlygate4sd2_1        0.25
sequential cells by signal (all words and copies together), names as in the netlist:
| name | cells |
|---|---|
| ctr_q | 3 |
| data_out_q | 8 |
| data_q | 8 |
| mosi_q | 1 |
| new_data_q | 1 |
| sck_q | 1 |
| state_q | 2 |
stage by stage:
stage	setup TNS, ns	util, %	hold WS, ns
3_3_place_gp	-0.0471	21.3	0.441
2_1_floorplan	0	-	0.422
3_5_place_dp	-0.0575	21.3	0.447
5_1_grt	0	23.5	0.466
6_report	0	23.5	0.452
4_1_cts	0	23.4	0.454
repair_timing:
item,in CTS,in global routing
resized,12,2
pin swaps,0,1
endpoints found under the setup margin,3,1
setup buffers,3,1
layer usage:
layer | vias up | track usage (%) | part of all wire [%]
met4 | 0 | 0.434 | 0
met1 | 396 | 6.84 | 50
li1 | 460 | - | -
met5 | - | 0 | 0
met2 | 17 | 7.80 | 45
met3 | 0 | 1.50 | 5.9
logic make-up (layout without fill, tap and decap cells):
| family | after synthesis | after routing | share of synthesized area (%) |
|---|---|---|---|
| simple gates | 51 | 51 | 22.4 |
| flops | 24 | 24 | 47.3 |
| compound gates | 21 | 21 | 11.6 |
| buf+inv | 10 | 44 | 4.69 |
| fa+ha+maj | 8 | 8 | 9.86 |
| mux | 4 | 4 | 4.07 |
final cells by class:
| class | count | area, µm² |
|---|---|---|
| clock buffer | 3 | 41.3 |
| inverter | 3 | 13.8 |
| fill | 712 | 4940 |
| multi-input combinational | 84 | 519 |
| tap | 77 | 96.3 |
| timing repair buffer | 37 | 334 |
| sequential | 24 | 485 |
| clock inverter | 1 | 30.0 |
power groups by stage:
stage / Clock [µW] / Sequential (µW) / Combinational, µW
6_report: 466 / 607 / 501
5_1_grt: 507 / 614 / 569
4_1_cts: 486 / 607 / 498
placed cells by master (no fill, tap or decap):
master           count
inv_4                1
and3_1               1
bufinv_16            1
dfxtp_2              1
ha_4                 2
mux2i_1              3
clkdlybuf4s50_1     20
dfxtp_4              1
dlymetal6s2s_1       1
a222oi_1             1
buf_4               15
a32oi_1              2
nand3_1             10
dfxtp_1             22
nand3b_1             1
nor2_1               7
inv_2                1
a21oi_1             18
inv_1                1
nand2b_1             3
nor2b_4              1
nand2_4              1
clkbuf_8             3
mux2_1               1
ha_1                 6
nand2_1             27
dlygate4sd2_1        1
Power figures rest on the tool's default switching activity, not on a simulated workload.
