### run.sh
#!/bin/bash
# OpenROAD 26Q1-2900-gdf79404cd8, Yosys 0.63+post, stock flow scripts
make -C /OpenROAD-flow-scripts/flow DESIGN_CONFIG=/design/flow/config.mk WORK_HOME=/design/flow/orfs finish
### config.mk
export PLATFORM = sky130hd
export DESIGN_NAME = delays
export DESIGN_NICKNAME = delays
export VERILOG_FILES = /design/flow/design.v
export SDC_FILE = /design/flow/constraint.sdc
export NUM_CORES = 4
export LEC_CHECK = 1
export CORE_AREA = 10 10 70 70
export DIE_AREA = 0 0 80 80
### constraint.sdc
current_design delays

set clk_period 1.0
set clk_io_pct 0.2

create_clock -name clk0 -period $clk_period [get_ports {clk}]

set non_clock_inputs [all_inputs -no_clocks]
set_input_delay [expr $clk_period * $clk_io_pct] -clock clk0 $non_clock_inputs
set_output_delay [expr $clk_period * $clk_io_pct] -clock clk0 [all_outputs]
### design.v
`timescale 1ns / 1ps
module delays(
    clk, settings, del1, del2, del3, del4
    );
    input clk;
    input [7:0] settings;
    output reg [11:0] del1;
    output reg [11:0] del2;
    output reg [11:0] del3;
    output reg [11:0] del4;
    initial begin
        del1 = 0;
        del2 = 0;
        del3 = 0;
        del4 = 0;
    end
    always @ (posedge clk) begin  
        case(settings[1:0])  
            2'b00: del1 = 500;  
            2'b01: del1 = 1000;  
            2'b10: del1 = 1500;  
            default: del1 = 0;
        endcase
        case(settings[3:2])  
            2'b00: del2 = 0; 
            2'b01: del2 = 0; 
            2'b10: del2 = 0; 
            default: del2 = 0;
        endcase
        case(settings[5:4])  
            2'b00: del3 = 50;  
            2'b01: del3 = 0; 
            2'b10: del3 = 0; 
            default: del3 = 0;
        endcase
        case(settings[7:6])  
            2'b00: del4 = 0;
            2'b01: del4 = 0;
            2'b10: del4 = 0;
            default: del4 = 0;
        endcase
    end
endmodule
==> Slide: Implementation Results <==
Run Summary

Run status
  – Status: completed

Final timing
  – RSZ-0062 raised after global routing: false
  – Fin crit period: roughly 0.95 ns
  – Fmax: 1.05 GHz
  – Tcrit/Tclk final: 95.5%
  – Final Hold Violating Endpoints: 0
  – Final tally of max-slew violations: 0
  – # setup viols final: 0
  – Fin worst setup slack: 0.0452 ns

Floorplan
  – Die W: 80 um
  – Number of cell rows: 21
  – Full die area: 0.00640 mm2
  – Core ar.: 0.00342 mm2
  – I/O Pins: 57
  – Init Core Util: 16.0%
  – Die Ht: 80 um

Yosys
  – Post-synth top area cell: buf_4
  – Cells after Synth: 60
  – Synthesized flop and latch total: 7
  – Yosys stat chip area: 546 um2
  – Top cell area share: 56.4%
  – Post-Syn Area per Cell: approximately 9 um2
  – Number of cells in Yosys stat: 60
  – Synth Seq Share: 25.7%
  – Yosys cell types: 8
  – Cell Area, Synth: 546 um2
  – Yosys Warn Count: 1
  – Largest cells by area after synthesis: buf_4 (56%), dfxtp_1 (26%), ha_1 (11%)

Critical path
  – CP startpoint: del3[4]
  – Critical path arrival: 0.75 ns
  – CP Max Fanout: 2
  – WP data required: 0.80 ns
  – Critical path's slowest cell: dfxtp_2
  – Kind of critical path: flop to output port
  – End of the critical path: del3[4]
  – Crit end category: output port
  – Startpoint Class: flop
  – Worst path cell trace: buf_4 > clkbuf_2
  – CP peak stage delay: 0.31 ns

Placement
  – Placer congestion estimate: approximately 0.71
  – Final HPWL DP: 918 um
  – Dpl cell area: 609 um2
  – Port bufs: 16
  – Pre-CTS WS: -0.305 ns

Clocking
  – H-Tree Depth: 1
  – CTS tree: built
  – CTS Sinks: 7
  – CTS Root Cell: clkbuf_4
  – Deepest clock path buffer count: 2
  – TritonCTS buffer count: 3
  – CTS clk-pin slew, worst paths: 0.05 ns

Power
  – VDD IR max: 183 uV
  – PD cells: approximately 1000 mW/mm2
  – Leakage power: 0.347 nW
  – Tot Pwr: 0.644 mW

Job
  – Max Cap Violations: 0
  – Tool warnings: 34

Route
  – Routed len/inst: 7.94 um
  – Residual DRC: 0
  – DRT iter0 DRCs: 4
  – Final WL: 985 um
  – Routed Antenna Nets: 0
  – Vias/cell: 2.38
  – DRT Pass-1 Iters: 2
  – Inserted Diodes: 0
  – Via count: between 200 and 300

GRT
  – Total GRT Usage: under 10%
  – Vias in the first global route: 329
  – First-pass GRT wire length: about 1400 um
  – Pin count of the biggest net entering global routing: 5
  – Total gr overflow: 0
  – Initial antenna violation count: 0

Layout
  – Fin util: approximately a fifth
  – Design area: 641 um2
  – Layout cells sized above 1: 20.5%
  – Area Overhead vs Synth: 17.4%

Hold path
  – HP Class: input port to flop
==> worst max-delay path, delay by kind of cell, from the launching register on <==
kind	cells	cell delay, ns
buffers and inverters	2	0.20
flip-flops	1	0.31
==> worst min path at each step <==
stage / from / end / slack [ns] / depth (start not counted)
6_report: settings[1] / del1[3] / 0.31 / 3
5_1_grt: settings[1] / del1[3] / 0.33 / 3
4_1_cts: settings[0] / del1[3] / 0.45 / 3
==> timing repair <==
item | in CTS | in global routing
gates resized | 18 | 16
hold buffers | 0 | 0
buffers inserted | 1 | 0
endpoints found under the setup margin | 14 | 14
hold endpoints to repair | 0 | 0
pin swaps | 0 | 0
==> cells in the mapped netlist, drive strengths merged <==
cell and number:
buf 41, dfxtp 7, ha 5, inv 3, conb 1, nor2 1
o21ba 1, or2 1
==> where the power goes <==
part,switching (mW),leakage (nW),internal [mW]
Combinational,0.0302,0.274,0.0643
Clock,0.0907,0.0150,0.151
Sequential,0.00628,0.0587,0.301
Total,0.127,0.347,0.516
==> area by class of cell <==
| cell class | instances | area (um2) |
|---|---|---|
| inverters | 3 | 11.3 |
| clock buffers | 4 | 26.3 |
| flip-flops and latches | 7 | 144 |
| well taps | 46 | 57.6 |
| fillers | 392 | 2780 |
| repair buffers | 20 | 181 |
| multi-input cells | 44 | 220 |
==> per-layer routing <==
metal	GRT usage (%)	wire length (um)	up-vias
met5	0	0	-
met3	1.70	163	2
met1	2.55	374	121
li1	-	-	139
met4	1.06	19	0
met2	3.93	428	33
==> per-stage QoR <==
stage,instances,setup TNS (ns),hold WS (ns)
6_report,124,0,0.309
2_1_floorplan,95,0,0.267
3_5_place_dp,119,-1.11,0.717
4_1_cts,124,-0.214,0.448
5_1_grt,124,0,0.335
3_3_place_gp,119,-1.09,0.708
==> cell usage in the layout (no fill, tap or decap), types with 2 or more instances in the layout <==
cell type        instances
conb_1                  36
clkdlybuf4s15_1         10
ha_1                     4
dfxtp_1                  4
buf_4                    4
clkbuf_4                 3
dfxtp_2                  3
inv_2                    2
clkdlybuf4s50_1          2
clkbuf_2                 2
==> cell families after synthesis <==
logic type,after synthesis,share of synthesized area [%]
other,1,0.687
and+or+nand+nor,2,1.83
adders and majority gates,5,11.5
buffers and inverters,44,58.5
DFF,7,25.7
AOI/OAI and AO/OA,1,1.83
==> registers in the layout, indices dropped and copies added (netlist names) <==
register	flops
del3	1
del1	6
No activity file was given, so power comes from the tool's default toggle rates.
